==> design/flow/design.v <==
module CLA(
	input[3:0]	in1	,
	input[3:0]	in2	,
	input		cin	,
	output		cout,
	output[3:0]	s	
);
wire[3:0]	p,g;
wire[4:0]	c_temp;
assign	p=in1^in2;
assign	g=in1&in2;
assign	c_temp[0] = cin;
assign	cout = c_temp[4];
assign	s = p^c_temp[3:0];
assign	c_temp[1] = g[0]|(p[0]&c_temp[0]);
assign	c_temp[2] = g[1]|(p[1]&(g[0]|(p[0]&c_temp[0])));
assign	c_temp[3] = g[2]|(p[2]&(g[1]|(p[1]&(g[0]|(p[0]&c_temp[0])))));
assign	c_temp[4] = g[3]|(p[3]&(g[2]|(p[2]&(g[1]|(p[1]&(g[0]|(p[0]&c_temp[0])))))));
endmodule
module CLA_64bits(
	input[63:0]		in1,
	input[63:0]		in2,
	input			cin,
	output[63:0]	res
);
	wire[16:0]	select;
	wire[16:0]	c_temp1,c_temp2;
	wire[63:0]	s_temp1,s_temp2;
	genvar	i;
	generate
		for(i=0;i<16;i=i+1)
		begin:CLA_inst
			if(i==0)begin
				CLA CLA_0(
					.in1	(in1[3:0]),
					.in2	(in2[3:0]),
					.cin	(cin),
					.cout	(select[1]),
					.s	    (s_temp1[3:0])
				);
				assign	res[3:0] = s_temp1[3:0];
			end
			else begin
				CLA CLA_c0(
					.in1	(in1[4*i+3:4*i]),
					.in2	(in2[4*i+3:4*i]),
					.cin	(1'b0),
					.cout	(c_temp1[i+1]),
					.s	    (s_temp1[4*i+3:4*i])
				);
				CLA CLA_c1(
					.in1	(in1[4*i+3:4*i]),
					.in2	(in2[4*i+3:4*i]),
					.cin	(1'b1),
					.cout	(c_temp2[i+1]),
					.s	    (s_temp2[4*i+3:4*i])
				);
				assign	select[i+1]  = select[i]?c_temp2[i+1]:c_temp1[i+1];
				assign	res[4*i+3:4*i] = select[i]?s_temp2[4*i+3:4*i]:s_temp1[4*i+3:4*i];
			end
		end
	endgenerate
endmodule
module booth_ctrl(
	input [32:0]		A,
	output[16:0]        set0,
	output[16:0]        inv,
	output[16:0]    	X2
);
	wire[34:0]	ext_data = {1'b0,A,1'b0}; 
	wire[2:0]	code[16:0];
	genvar	i;
	generate
		for(i=0;i<=16;i=i+1)
		begin:encoder
			assign code[i] = ext_data[2*i+2:2*i];
		end
	endgenerate
	genvar j;
	generate
		for(j=0;j<=16;j=j+1)
		begin:ctrl_signal
			assign	set0[j] = (code[j]==3'b000)|(code[j]==3'b111);
			assign	inv[j]	= (((~code[j][0])|(~code[j][1]))&(code[j][2])); 
			assign	X2[j]   = (code[j]==3'b011)|(code[j]==3'b100);
		end
	endgenerate
endmodule
module booth_multiplier(
	input			clk,
	input			rst_n,
	input [32:0]	data1,
	input [32:0]	data2,
	input			valid_i,
	output			ready_o,
	input			ready_i,
	output			valid_o,
	output [63:0] 	res
);
	wire[16:0]        set0; 
	wire[16:0]        inv; 
	wire[16:0]    	  X2; 
	wire[63:0]	pp0	;		
	wire[63:0]	pp1	;		
	wire[63:0]	pp2	;		
	wire[63:0]	pp3	;		
	wire[63:0]	pp4	;		
	wire[63:0]	pp5	;		
	wire[63:0]	pp6	;		
	wire[63:0]	pp7	;		
	wire[63:0]	pp8	;		
	wire[63:0]	pp9	;		
	wire[63:0]	pp10;		
	wire[63:0]	pp11;		
	wire[63:0]	pp12;		
	wire[63:0]	pp13;		
	wire[63:0]	pp14;		
	wire[63:0]	pp15;	
	wire[63:0]	pp16;	
booth_ctrl u_booth_ctrl(
	.A		(data2),
	.set0	(set0),
	.inv	(inv),
	.X2     (X2)
);
wire		ready_r1,valid_r1;
pp_generator u_pp_generator(
	.clk	(clk),
	.rst_n	(rst_n),
	.data_i	(data1),
	.valid_i(valid_i),
	.ready_o(ready_o),
	.ready_i(ready_i),
	.valid_o(valid_o),
	.set0	(set0),	
	.inv	(inv),	
	.X2		(X2),
	.pp0	(pp0),
	.pp1	(pp1),
	.pp2	(pp2),
	.pp3	(pp3),
	.pp4	(pp4),
	.pp5	(pp5),
	.pp6	(pp6),
	.pp7	(pp7),
	.pp8	(pp8),
	.pp9	(pp9),
	.pp10	(pp10),
	.pp11	(pp11),
	.pp12	(pp12),
	.pp13	(pp13),
	.pp14	(pp14),
	.pp15	(pp15),
	.pp16	(pp16)
);
	wire[63:0]	c0_stage1,c1_stage1,c2_stage1,c3_stage1;
	wire[63:0]	s0_stage1,s1_stage1,s2_stage1,s3_stage1;
pp_compressor4_2 pp_compressor4_2_s10(
	.i1	(pp0),
	.i2	(pp1),
	.i3	(pp2),
	.i4	(pp3),
	.C	(c0_stage1),
	.S	(s0_stage1)
);
pp_compressor4_2 pp_compressor4_2_s11(
	.i1	(pp4),
	.i2	(pp5),
	.i3	(pp6),
	.i4	(pp7),
	.C	(c1_stage1),
	.S	(s1_stage1)
);
pp_compressor4_2 pp_compressor4_2_s12(
	.i1	(pp8),
	.i2	(pp9),
	.i3	(pp10),
	.i4	(pp11),
	.C	(c2_stage1),
	.S	(s2_stage1)
);
pp_compressor4_2 pp_compressor4_2_s13(
	.i1	(pp12),
	.i2	(pp13),
	.i3	(pp14),
	.i4	(pp15),
	.C	(c3_stage1),
	.S	(s3_stage1)
);
	wire[63:0]	c0_stage2,c1_stage2;
	wire[63:0]	s0_stage2,s1_stage2;
pp_compressor4_2 pp_compressor4_2_s20(
	.i1	(c0_stage1),
	.i2	(s0_stage1),
	.i3	(c1_stage1),
	.i4	(s1_stage1),
	.C	(c0_stage2),
	.S	(s0_stage2)
);
pp_compressor4_2 pp_compressor4_2_s21(
	.i1	(c2_stage1),
	.i2	(s2_stage1),
	.i3	(c3_stage1),
	.i4	(s3_stage1),
	.C	(c1_stage2),
	.S	(s1_stage2)
);
	wire[63:0]	c0_stage3;
	wire[63:0]	s0_stage3;
	wire[63:0]	CLA_res;
pp_compressor4_2 pp_compressor4_2_s3(
	.i1	(c0_stage2),
	.i2	(s0_stage2),
	.i3	(c1_stage2),
	.i4	(s1_stage2),
	.C	(c0_stage3),
	.S	(s0_stage3)
);
CLA_64bits CLA_64bits_s4(
	.in1(c0_stage3),
	.in2(s0_stage3),
	.cin(1'b0),
	.res(CLA_res)
);
	assign res = CLA_res+pp16;
endmodule
module compressor4_2(
	input	i1		,
	input	i2		,
	input	i3		,
	input	i4		,
	input	cin		,
	output	cout	,
	output  C		,
	output	S
);
  wire s_temp = i1^i2^i3^i4;
  assign S  = cin^s_temp;
  assign cout = (i1|i2) & (i3|i4);
  assign C  = (cin&s_temp) | ~(s_temp | ~((i1&i2) | (i3&i4)));
endmodule
module	pp_compressor4_2(
	input[63:0]		i1	,
	input[63:0]		i2	,
	input[63:0]		i3	,
	input[63:0]		i4	,
	output[63:0]	C	,
	output[63:0]	S	
);
	wire[63:0]	C_comb;
	wire[63:0]	S_comb;
	wire[63:0]	c_temp;
	wire[64:0]	c_temp_append;
	assign	c_temp_append = {c_temp,1'b0};
	genvar i;
	generate
	for(i=0;i<64;i=i+1)
		begin:compressor4_2_inst
			compressor4_2 u_compressor4_2(
				.i1		(i1[i]),
				.i2		(i2[i]),
				.i3		(i3[i]),
				.i4		(i4[i]),
				.cin	(c_temp_append[i]),
				.cout	(c_temp_append[i+1]),
				.C		(C_comb[i]),
				.S      (S_comb[i])
			);
		end
	endgenerate
	assign	C = {C_comb,1'b0};
	assign	S = S_comb;
endmodule
module pp_generator(
	input 			   clk	,
	input			   rst_n,
	input [32:0]	   data_i,
	input [16:0]       set0	,	
	input [16:0]       inv	,	
	input [16:0]       X2	,
	input			valid_i,
	output			ready_o,
	input			ready_i,
	output			valid_o,
	output reg[63:0]       pp0	,
	output reg[63:0]       pp1	,
	output reg[63:0]       pp2	,
	output reg[63:0]       pp3	,
	output reg[63:0]       pp4	,
	output reg[63:0]       pp5	,
	output reg[63:0]       pp6	,
	output reg[63:0]       pp7	,
	output reg[63:0]       pp8	,
	output reg[63:0]       pp9	,
	output reg[63:0]       pp10	,
	output reg[63:0]       pp11	,
	output reg[63:0]       pp12	,
	output reg[63:0]       pp13	,
	output reg[63:0]       pp14	,
	output reg[63:0]       pp15	,
	output reg[63:0]	   pp16
);
	assign		ready_o = ready_i;
	reg			valid_r;
	always @(posedge clk or negedge rst_n) begin
		if(!rst_n)begin
			valid_r<=1'b0;
		end
		else if(ready_o)begin
			valid_r<=valid_i;
		end
	end
	wire[63:0]  pp_temp[16:0];
	wire[33:0]  data;
	assign	data = {data_i[32],data_i};
	genvar	i;
	generate
		for(i=0;i<=16;i=i+1)
		begin:pp_gen
			assign pp_temp[i] = {64{((~set0[i])&(~inv[i])&(~X2[i]))}}&({{30{data[33]}},data})
							|   {64{((inv[i])&(~X2[i]))}}&((~({{30{data[33]}},data}))+64'b1)
							|   {64{((~inv[i])&(X2[i]))}}&({{30{data[33]}},data<<1})
							|	{64{((inv[i])&(X2[i]))}}&((~({{30{data[33]}},data<<1}))+64'b1)
							|   {64{(set0[i])}}&(64'b0)
							;
		end
	endgenerate
	always@(posedge clk or negedge rst_n)begin
		if(!rst_n)begin
			{pp0,pp1,pp2,pp3,pp4,pp5,pp6,pp7,pp8,pp9,pp10,pp11,pp12,pp13,pp14,pp15,pp16} <= 'b0;
		end
		else if(ready_o&valid_i)begin
			pp0	 <= pp_temp[0];
			pp1	 <= {pp_temp[1]<<2};
			pp2	 <= {pp_temp[2]<<4};
			pp3	 <= {pp_temp[3]<<6};
			pp4	 <= {pp_temp[4]<<8};
			pp5	 <= {pp_temp[5]<<10};
			pp6	 <= {pp_temp[6]<<12};
			pp7	 <= {pp_temp[7]<<14};
			pp8	 <= {pp_temp[8]<<16};
			pp9	 <= {pp_temp[9]<<18};
			pp10 <= {pp_temp[10]<<20};	
			pp11 <= {pp_temp[11]<<22};	
			pp12 <= {pp_temp[12]<<24};	
			pp13 <= {pp_temp[13]<<26};	
			pp14 <= {pp_temp[14]<<28};	
			pp15 <= {pp_temp[15]<<30};
			pp16 <= {pp_temp[16]<<32};			
		end
	end
	assign		valid_o	= valid_r;
endmodule
==> design/flow/run.sh <==
#!/bin/bash
# OpenROAD 26Q1-2900-gdf79404cd8, Yosys 0.63+post, stock flow scripts
make -C /OpenROAD-flow-scripts/flow DESIGN_CONFIG=/design/flow/config.mk WORK_HOME=/design/flow/orfs finish
==> design/flow/config.mk <==
export PLATFORM = sky130hd
export DESIGN_NAME = booth_multiplier
export DESIGN_NICKNAME = booth_multiplier
export VERILOG_FILES = /design/flow/design.v
export SDC_FILE = /design/flow/constraint.sdc
export NUM_CORES = 4
export LEC_CHECK = 1
export CORE_UTILIZATION = 50
==> design/flow/constraint.sdc <==
current_design booth_multiplier

set clk_period 28.9
set clk_io_pct 0.2

create_clock -name clk0 -period $clk_period [get_ports {clk}]

set non_clock_inputs [all_inputs -no_clocks]
set_input_delay [expr $clk_period * $clk_io_pct] -clock clk0 $non_clock_inputs
set_output_delay [expr $clk_period * $clk_io_pct] -clock clk0 [all_outputs]
==> flow_metrics.rpt <==
RUN METRICS
----------------------------------------------------
[STA]
  Number of max-slew violations in the final report ........................ 0
  Worst Slack Setup Final ........................ 1.462 ns
  Unrepaired setup endpoints after global routing ........................ false
  Hold violation count in the final report ........................ 0
  FMAX ........................ 36.45 MHz
  Post-Route Skew ........................ 0 ns
  Fin Setup TNS ........................ 0 ns
  Slew at the pin closest to its max-slew limit ........................ 1.094 ns
  Tcrit/Tclk final ........................ 94.94%
  Number of failing setup endpoints in the final timing report ........................ 0
  Hold slack ........................ 0.4728 ns
  Headroom to the max-slew limit ........................ 26.52%
  Final critical path time including I/O delays and setup ........................ 27.44 ns

[Synth]
  Yosys Chip Area ........................ 82400 sq um
  Number of standard cells reported by yosys ........................ 9995
  Ys async rst share ........................ 100.0%
  Share of synthesized area occupied by flip-flops and latches ........................ 24.81%
  Distinct cell type count of the synthesized netlist ........................ 94
  Netlist area before placement ........................ 82400 sq um
  Yosys warning count ........................ 2
  Post-Synthesis Mean Instance Area ........................ 8.244 sq um
  Top_reg_cell synth ........................ sky130_fd_sc_hd__dfrtp_1
  Synthesized instance count ........................ 9995
  Flip-flop and latch count after synthesis ........................ 817
  Post-synth EDFFs ........................ 0

[Flow run]
  Total number of warnings across the stage logs ........................ 377
  Total of max-cap violations ........................ 0

[Clocking]
  Clk slew on worst S/H paths ........................ 0.06 ns
  Clk sinks ........................ 817
  CTS Buffer Depth ........................ 3
  Clock tree from TritonCTS ........................ yes
  Clk ins delay skew pair ........................ 0.75 ns
  Clock H-tree levels ........................ 3
  CTS Buf Count ........................ 106
  CTS root buffer ........................ sky130_fd_sc_hd__clkbuf_16

[Floorplanning]
  Core Rows ........................ 148
  Die span in x ........................ 408.0 microns
  Chip Area ........................ 166400 sq um
  FP Util ........................ 50.51%
  Top-level I/O count ........................ 136
  Y dimension of the die ........................ 408.0 microns
  Core footprint ........................ 163100 sq um

[Setup path]
  Element type at the critical path start ........................ flop
  Data required time of the worst path ........................ 23.12 ns
  Kind of end point of the critical path ........................ output pin
  Critical-path maximum fanout ........................ 3
  Type of the setup path with the least slack ........................ flop to output pin
  Delay of the slowest cell on the worst path ........................ 0.54 ns
  Cells on worst reg2reg path ........................ 2
  Cell at the slowest stage of the critical path ........................ sky130_fd_sc_hd__fa_2
  Crit path arrival time ........................ 21.66 ns
  Cell occurring most often along the worst timing path ........................ sky130_fd_sc_hd__a21oi_1

[GRT]
  Global-route wire length before repair ........................ 486400 microns
  Gr usage total ........................ 40.68%
  Antenna violations before repair ........................ 17
  GRT overflow ........................ 0
  Vias in the first global route ........................ 72001
  Maximum number of pins on one net before global-route repair ........................ 132

[Finish]
  P&R area growth vs syn ........................ 8.707%
  Sequential cell area ........................ 20440 sq um
  Area used by multi-input combinational logic ........................ 56060 sq um
  Share of post-route cells with drive strength above 1 ........................ 9.065%
  Fill cell instance count of the final layout ........................ 14461

[Detailed routing]
  Count of antenna-violating nets left after detailed routing ........................ 0
  Remaining DRCs ........................ 0
  1st-pass router iterations ........................ 9
  Post-detailed-route wirelength per cell ........................ 27.77 microns
  Final routed wirelength across all metal layers ........................ 333600 microns
  Via-per-instance ratio ........................ 6.417
  Number of violations reported at the end of detailed-routing iteration 0 ........................ 8043
  Routed via count ........................ 77087

[Placed design]
  Setup Slack @ Placement ........................ 1.663 ns
  HPWL Detailed ........................ 232500 microns
  Number of buffers added on ports ........................ 135
  Routability congestion estimate ........................ 1.077

[Worst hold path]
  Worst hold stages ........................ 2
  HP Class ........................ flop to flop

[Outcome]
  Run status ........................ completed

----------------------------------------------------
==> timing repair <==
action | 4_1_cts | 5_1_grt
setup endpoints to repair | 0 | 1
buffers inserted | 0 | 0
hold buffers | 0 | 0
resized | 0 | 6
==> cell usage after synthesis (all sizes together), types with 40 or more instances <==
cell type  number  share of area [%]
nand2         392                1.8
a221oi        503                5.3
o221ai         92               0.99
inv           829                3.8
a211oi        145                1.3
a21o          101               0.92
o21bai         62               0.58
a21oi         833                5.1
buf           103               0.64
dfrtp         817                 25
nor4b         106                1.1
nor2b         179                1.4
a22oi         122                1.1
nand2b         40               0.30
nand3          48               0.30
o21a          167                1.5
a21boi         73               0.67
a311oi         53               0.59
or2           101               0.77
xor2          442                4.7
nor3          129               0.82
mux2i         191                2.3
ha            777                 12
nor2          993                4.6
nor3b         105               0.96
xnor2         733                7.9
a31oi          50               0.39
clkbuf        707                3.2
nor4           97               0.74
and2           57               0.43
o211ai         47               0.43
o21ai         340                2.1
mux2          106                1.4
a221o         128                1.6
==> final cells by class <==
class	instances	area share, %
clock inverters	44	0.5671
well taps	2175	3.038
flip-flops and latches	817	22.82
multi-input cells	7538	62.58
repair buffers	451	4.051
inverters	830	3.478
diodes	9	0.02514
clock buffers	149	3.433
==> state kept, by name, indices dropped and copies added (netlist names), 38 cells and up <==
name	flops
u_pp_generator.pp6	52
u_pp_generator.pp0	64
u_pp_generator.pp3	58
u_pp_generator.pp10	44
u_pp_generator.pp5	54
u_pp_generator.pp8	48
u_pp_generator.pp9	46
u_pp_generator.pp12	40
u_pp_generator.pp4	56
u_pp_generator.pp7	50
u_pp_generator.pp2	60
u_pp_generator.pp11	42
u_pp_generator.pp1	62
u_pp_generator.pp13	38
==> worst max-delay path: cells and delay by family (launching register included) <==
family	cells	cell delay, ns
adders and majority gates	20	8.47
and+or+nand+nor	4	0.53
DFF	1	0.37
buffers and inverters	11	1.18
xor gates and xnor gates	11	2.54
AOI/OAI and AO/OA	33	5.76
muxes	8	2.00
==> through the flow <==
step | cell area, sq um | utilization, % | cells
floorplan | 82400 | - | 9995
global placement | 85940 | 52.68 | 11811
detailed placement | 85940 | 52.68 | 11811
CTS | 89530 | 54.88 | 12004
global route | 89560 | 54.90 | 12007
finish | 89570 | 54.90 | 12013
==> logic make-up after synthesis <==
kind of cell / Yosys count / synth area share (%)
mux: 297 / 3.769
compound gates: 2920 / 24.81
buf+inv: 1640 / 7.640
fa+ha+maj: 794 / 12.21
simple gates: 2343 / 13.96
flops: 817 / 24.81
xor+xnor: 1184 / 12.80
==> routing by layer <==
layer	global-route usage (%)	part of all wire (%)	vias up
li1	-	-	35016
met1	56.10	41	36794
met2	54.02	39	4229
met3	19.78	14	1021
met4	18.54	6.0	27
met5	0.6897	0.17	-
==> path summary, 6_finish.rpt <==
check / slack, ns / endpoint / start
min reg2reg: 0.47 / u_pp_generator.pp0[0] / u_pp_generator.pp0[0]
max: 1.46 / res[63] / u_pp_generator.pp1[5]
min: 0.47 / u_pp_generator.pp0[0] / u_pp_generator.pp0[0]
min in group asynchronous: 5.02 / u_pp_generator.pp11[24] / rst_n
max in group asynchronous: 20.72 / u_pp_generator.pp16[43] / rst_n
max reg2reg: 27.99 / u_pp_generator.pp3[36] / u_pp_generator.pp3[36]
==> placed cells by master, fill, tap and decap left out, types with 106 or more instances in the layout <==
master	instances
sky130_fd_sc_hd__nor2_1	963
sky130_fd_sc_hd__inv_1	828
sky130_fd_sc_hd__a21oi_1	826
sky130_fd_sc_hd__dfrtp_1	817
sky130_fd_sc_hd__ha_1	777
sky130_fd_sc_hd__xnor2_1	709
sky130_fd_sc_hd__a221oi_1	503
sky130_fd_sc_hd__xor2_1	437
sky130_fd_sc_hd__nand2_1	390
sky130_fd_sc_hd__o21ai_0	334
sky130_fd_sc_hd__buf_4	312
sky130_fd_sc_hd__mux2i_1	191
sky130_fd_sc_hd__nor2b_1	176
sky130_fd_sc_hd__o21a_1	167
sky130_fd_sc_hd__a211oi_1	144
sky130_fd_sc_hd__a221o_1	128
sky130_fd_sc_hd__nor3_1	125
sky130_fd_sc_hd__a22oi_1	122
sky130_fd_sc_hd__clkbuf_16	107
sky130_fd_sc_hd__nor4b_1	106
sky130_fd_sc_hd__mux2_2	106
